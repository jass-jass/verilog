<file path="flow/constraint.sdc">
current_design generate_pwm

set clk_period 1.0
set clk_io_pct 0.2

create_clock -name clk0 -period $clk_period [get_ports {clk}]

set non_clock_inputs [all_inputs -no_clocks]
set_input_delay [expr $clk_period * $clk_io_pct] -clock clk0 $non_clock_inputs
set_output_delay [expr $clk_period * $clk_io_pct] -clock clk0 [all_outputs]
</file>
<file path="flow/config.mk">
export PLATFORM = sky130hd
export DESIGN_NAME = generate_pwm
export DESIGN_NICKNAME = generate_pwm
export VERILOG_FILES = /design/flow/design.v
export SDC_FILE = /design/flow/constraint.sdc
export NUM_CORES = 4
export LEC_CHECK = 1
export CORE_AREA = 10 10 70 70
export DIE_AREA = 0 0 80 80
</file>
<file path="flow/design.v">
module tff(input t, input clk, input rst, output reg q);
  always@(posedge clk, posedge rst) 
  begin
    if(rst)
    begin
      q <= 1;
    end
    else 
    begin
      if(t)
        q <= ~q;
      else
        q <= q;
    end
  end
endmodule
module up_counter(input clk, input rst, output [3:0] count);
  and(eleven, ~count[3], ~count[1], ~count[0]);
  or(reset, eleven, rst);
  tff t0(.clk(clk), .t(1'b1), .rst(reset), .q(count[0]));
  tff t1(.clk(count[0]), .t(1'b1), .rst(reset), .q(count[1]));
  tff t2(.clk(count[1]), .t(1'b1), .rst(reset), .q(count[2]));
  tff t3(.clk(count[2]), .t(1'b1), .rst(reset), .q(count[3]));
endmodule
module generate_pwm(input clk, input rst, input [3:0] duty, output reg pwm);
  reg n_off, on;
  up_counter counter(.clk(clk), .rst(rst), .count({a, b, c, d}));
  always@(posedge clk)
  begin
    n_off <= (~a^duty[3]) || (~b^duty[2]) || (~c^duty[1]) || (~d^duty[0]); 
    on <= a && b && c && d;
  end
  always@(n_off, on)
  begin
    if(on)
    begin
      pwm = 1'b1;
    end
    else if (~n_off)
      pwm = 1'b0;
  end
endmodule
</file>
<file path="flow/run.sh">
#!/bin/bash
# OpenROAD 26Q1-2900-gdf79404cd8, Yosys 0.63+post, stock flow scripts
make -C /OpenROAD-flow-scripts/flow DESIGN_CONFIG=/design/flow/config.mk WORK_HOME=/design/flow/orfs finish
</file>
==> run_results.csv <==
group,metric,value,unit
drt,drtPass1Iterations,2,
sta,max_slew.worst_pin.slew,226,ps
setup_path,critPathArrivalTime,1050,ps
power,power_leakage,0.141,nW
sta,maxSlewHeadroom,84.9,%
setup_path,critical_path_class,"flip-flop to flip-flop",
clock_network,post_cts_buffers,0,
setup_path,end_kind,"flip-flop",
die,num_rows,21,
placed_design,dp_slack,-52.0,ps
drt,drc,0,
clock_network,cts_root_buffer,"clkbuf_4",
setup_path,required,1140,ps
grt,grt_pass1_wl,807,um
sta,period_needed,904,ps
placed_design,place_hpwl,358,um
final_layout,area_growth,62.7,%
clock_network,numCtsBuffers,3,
setup_path,reg2reg_depth,2,
sta,unconstrained_endpoints,5,
grt,grt.total_usage,1.65,%
clock_network,ctsResizeCount,0,
clock_network,cts_tree,"done",
setup_path,start_kind,"flip-flop",
die,die_w,80,um
synth,postSynthAreaPerCell,12.7,sq um
drt,wl,449,um
die,initial_core_util,7.07,%
drt,vias_per_cell,2.07,
power,finalPower,0.361,mW
drt,initialDrtViolationCount,2,
clock_network,htree_levels,1,
setup_path,reg2reg_from,"counter.t0.q$_DFF_PP1_",
synth,syn_area,241,sq um
sta,setup_ws,95.7,ps
run,warnings,25,
setup_path,cp_max_fo,3,
die,core,0.00342,sq mm
drt,final_antenna_net_count,0,
synth,synth_flop_count,7,
sta,unclocked_pins,4,
drt,post_drt_wl_per_cell,5.91,um
setup_path,r2r_end,"on$_DFF_P_",
clock_network,cts-hold-fix-buffers,0,
grt,gr-total-overflow,0,
sta,drv_slew,0,
sta,fmax,1.11,GHz
synth,synth_warnings,11,
grt,grt_pass1_vias,175,
die,dieArea,0.00640,sq mm
hold_path,hold_path_class,"input port to asynchronous set/reset pin",
clock_network,clk_pin_slew,30,ps
run,cap_violations,0,
final_layout,layout-drive-gt1-share,33.3,%
die,die_h,80,um
synth,synth_cells,19,
sta,clock_skew,2.49,ps
grt,antenna_found_initial,0,
final_layout,fin_util,11.5,%
synth,ys_area,241,sq um
die,ios,7,
setup_path,reg2reg_slack,100,ps
sta,period_used_share,90.4,%
synth,ys_cells,19,
drt,diodes,0,
sta,hold_violations,0,
power,pwr_density_cell,920,mW/mm^2
run_status,status,"finished, final reports clean",
placed_design,gp_congestion,0.733,
clock_network,clock_path_buffers,2,
power,ir_drop,202,uV
placed_design,io_buffers,6,
sta,rsz0062_at_grt,"no",
clock_network,clk_latency,230,ps
sta,finalSetupViolCount,0,
synth,synth.distinct_cells,10,
grt,grt_max_degree,4,
drt,vias,157,
final_layout,nFillCells,397,
-- flip-flops by register name, indices dropped and copies added (netlist names) --
register / cells
counter.t0.q: 1
pwm: 1
on: 1
n_off: 1
counter.t2.q: 1
counter.t3.q: 1
counter.t1.q: 1
-- cells by family (layout without fill, tap and decap cells) --
logic type	count (synthesis)	in the layout	share of synthesized area (%)
AOI/OAI and AO/OA	1	1	2.59
and+or+nand+nor	3	3	10.4
xor gates and xnor gates	4	4	14.5
DFF	6	6	60.1
latches	1	1	6.22
buffers and inverters	4	15	6.22
-- Yosys cell counts --
| cell | count | area [sq um] |
|---|---|---|
| nand4_1 | 1 | 6.26 |
| dfstp_2 | 4 | 105 |
| xor2_1 | 4 | 35.0 |
| nor4_2 | 1 | 12.5 |
| inv_1 | 3 | 11.3 |
| dfxtp_1 | 2 | 40.0 |
| dlxtn_1 | 1 | 15.0 |
| a31oi_1 | 1 | 6.26 |
| inv_2 | 1 | 3.75 |
| nor2b_1 | 1 | 6.26 |
-- worst max-delay path, cell delays in order, from the launching register on --
cell and delay [ps]:
dfstp_2 540, inv_1 70, nor4_2 200
-- placed cells by master, fill, tap and decap left out --
master,netlist,layout
clkdlybuf4s50_1,0,6
xor2_1,4,4
dfstp_2,4,4
inv_1,3,3
clkbuf_4,0,3
dfxtp_1,2,2
inv_2,1,1
nor4_2,1,1
nand4_1,1,1
a31oi_1,1,1
nor2b_1,1,1
clkbuf_1,0,1
buf_4,0,1
dlxtn_1,1,1
-- area by class of cell --
class / instances / area [sq um] / area share [%]
clock buffer: 4 / 26.3 / 6.69
inverter: 4 / 15.0 / 3.82
multi-input combinational: 8 / 66.3 / 16.9
sequential: 7 / 160 / 40.8
tap: 46 / 57.6 / 14.6
timing repair buffer: 7 / 67.6 / 17.2
-- metrics by stage --
| step | TNS (ps) | cell area, sq um | hold WS [ps] | cells |
|---|---|---|---|---|
| 2_1_floorplan | 0 | 241 | 326 | 19 |
| 3_3_place_gp | -41.8 | 367 | 498 | 72 |
| 3_5_place_dp | -52.0 | 367 | 504 | 72 |
| 4_1_cts | 0 | 393 | 460 | 76 |
| 5_1_grt | 0 | 393 | 518 | 76 |
| 6_report | 0 | 393 | 459 | 76 |
-- worst max-delay path by stage --
stage / endpoint / startpoint / cells after the start
4_1_cts: on$_DFF_P_ / counter.t0.q$_DFF_PP1_ / 2
5_1_grt: on$_DFF_P_ / counter.t0.q$_DFF_PP1_ / 2
6_report: on$_DFF_P_ / counter.t0.q$_DFF_PP1_ / 2
-- layer usage --
metal	wire [um]	GRT usage, %
met5	0	0
met4	0	0
met3	118	2.27
met2	93	1.44
met1	237	2.22
-- report_power, final --
part           internal [mW]  switching (mW)  leakage (nW)
Sequential             0.122        0.000217        0.0668
Combinational         0.0209         0.00686        0.0592
Clock                  0.149          0.0620        0.0150
Total                  0.292          0.0690         0.141
No activity file was given, so power comes from the tool's default toggle rates.
