==> design/flow/design.v <==
module jkff(input clk, input rst, input j, input k, 
            output reg q, output reg n_q);
    always @(posedge clk, posedge rst) 
    begin
        if(rst)
            q <= 1'b0;
        else
        begin
            case({j,k})
                2'b01 : q <= 1'b0;
                2'b10 : q <= 1'b1;
                2'b11 : q <= ~q;
                default : q <= q;
            endcase
        end
    end
    always@(q) 
    begin
        n_q <= q;
    end
endmodule
module grey_code_counter(input clk, input rst, 
                        output [3:0] count);
    jkff b0(.clk(clk), .rst(rst), .j(1'b1), 
            .k(1'b1), .q(q0), .n_q(n_q0));
    jkff b1(.clk(~n_q0), .rst(rst), .j(1'b1), 
            .k(1'b1), .q(q1), .n_q(n_q1));
    jkff b2(.clk(~n_q1), .rst(rst), .j(1'b1), 
            .k(1'b1), .q(q2), .n_q(n_q2));
    jkff b3(.clk(~n_q2), .rst(rst), .j(1'b1), 
            .k(1'b1), .q(q3), .n_q(n_q3));
    xor(count[0], q0, q1);
    xor(count[1], q1, q2);
    xor(count[2], q2, q3);
    xor(count[3], q3, 1'b0); 
endmodule
==> design/flow/run.sh <==
#!/bin/bash
# OpenROAD 26Q1-2900-gdf79404cd8, Yosys 0.63+post, stock flow scripts
make -C /OpenROAD-flow-scripts/flow DESIGN_CONFIG=/design/flow/config.mk WORK_HOME=/design/flow/orfs finish
==> design/flow/config.mk <==
export PLATFORM = sky130hd
export DESIGN_NAME = grey_code_counter
export DESIGN_NICKNAME = grey_code_counter
export VERILOG_FILES = /design/flow/design.v
export SDC_FILE = /design/flow/constraint.sdc
export NUM_CORES = 4
export LEC_CHECK = 1
export CORE_AREA = 10 10 70 70
export DIE_AREA = 0 0 80 80
==> design/flow/constraint.sdc <==
current_design grey_code_counter

set clk_period 1.0
set clk_io_pct 0.2

create_clock -name clk0 -period $clk_period [get_ports {clk}]

set non_clock_inputs [all_inputs -no_clocks]
set_input_delay [expr $clk_period * $clk_io_pct] -clock clk0 $non_clock_inputs
set_output_delay [expr $clk_period * $clk_io_pct] -clock clk0 [all_outputs]
==> impl_metrics.json <==
{
  "lay_top_cells": "inv_1 (5), clkdlybuf4s50_1 (4), xor2_1 (3), dfrtn_1 (3)",
  "final-setup-viol-count": 0,
  "synthAdderAreaFrac_pct": 0,
  "drtIter0Drc": 0,
  "ys_cells": 13,
  "grt_pass1_wl_um": 496,
  "synthAoiAreaFrac_pct": 0,
  "insertedDiodeCount": 0,
  "lay_top_count": "inv_1",
  "period_used_pct": 97.0,
  "crit_arrival_ns": 0.77,
  "synthCells": 13,
  "drv_cap": 0,
  "ys_types": 5,
  "grt-ovfl-total": 0,
  "hold_viol_final": 0,
  "initCoreUtil_pct": 4.47,
  "tns_ns": 0,
  "first_global_vias": 101,
  "whs_ns": 0.394,
  "yosysWarnings": 9,
  "maxSlewHeadroom_pct": 89.1,
  "ys_sh_mux_pct": 0,
  "ir_drop_uv": 52.1,
  "p_clk_share_pct": 0,
  "critPathSlowestCell": "dfrtp_1",
  "power.share.switching_pct": 7.27,
  "grt_use_total_pct": 0.951,
  "dp_hpwl_um": 277,
  "num-fill-cells": 413,
  "syn_area_um2": 153,
  "hold_class": "in -> async",
  "ys_ff": 4,
  "ys_area_um2": 153,
  "tightestPinTransition_ns": 0.163,
  "drt_drc_violations_left": 0,
  "p_leak_nw": 0.122,
  "io_pins": 6,
  "viasPerCell": 1.34,
  "switchingPower_w": 0.00000351,
  "seq_power_share_pct": 85.2,
  "pwr-share-comb_pct": 14.8,
  "p_per_area_mw_per_mm2": 187,
  "placed_cells": 64,
  "clk_pin_slew_ns": 0,
  "io_buffers": 5,
  "cp.required_ns": 0.80,
  "tool_warnings": 28,
  "vias": 86,
  "drive_gt1_share_pct": 5.56,
  "timing.fmax_ghz": 1.03,
  "crit_type": "reg -> out",
  "die_x_um": 80,
  "drv_slew": 0,
  "endpoint_kind": "output port",
  "ys_sh_simple_pct": 0,
  "grt_antenna_before_repair": 1,
  "logic_family": "buffers and inverters",
  "drt-pass1-iter-count": 1,
  "grt_start_max_net_pins": 5,
  "p_int_w": 0.0000448,
  "die_y_um": 80,
  "syn_to_final_growth_pct": 69.7,
  "startpoint_type": "flip-flop",
  "die_area_mm2": 0.00640,
  "critPathMaxStageDelay_ns": 0.36,
  "untimed_endpoints": 6,
  "xor_area_share_pct": 17.2,
  "unclocked_pins": 3,
  "cp_max_fo": 2,
  "core_area_mm2": 0.00342,
  "routabilityCongestion": 0.595,
  "syn_avg_cell_area_um2": 11.7,
  "wl_per_cell_um": 4.73,
  "rsz0062_at_grt": "no",
  "crit_chain": "xor2_1 > dlygate4sd2_1",
  "period_needed_ns": 0.970,
  "synth_seq_share_pct": 65.6,
  "finalNonFillerCells": 64,
  "antenna_left": 0,
  "rows": 21,
  "run_status": "finished, final reports clean",
  "skew_ns": 0,
  "post_cts_buffers": 0,
  "postRouteWirelength_um": 303,
  "clock_latency_ns": 0
}
synth_stat cells:
cell type  count  area share, %
buf_4          1            4.9
dfrtn_1        3             49
dfrtp_1        1             16
inv_1          5             12
xor2_1         3             17
path summary, 6_finish.rpt:
check / start / endpoint / slack, ns / depth (start not counted)
min: rst / b0.q / 0.39 / 2
max: b0.q / count[0] / 0.03 / 2
max in group asynchronous: rst / b0.q / 0.45 / 2
min reg2reg: b0.q / b0.q / 0.53 / 2
max reg2reg: b0.q / b0.q / 0.39 / 2
min in group clk0: b0.q / b0.q / 0.53 / 2
stage by stage:
step / setup WS (ns) / total power (W) / utilization, % / instance area [um^2]
3_3_place_gp: -0.219 / 0.0000482 / 7.62 / 260
5_1_grt: 0.00681 / 0.0000492 / 7.58 / 259
4_1_cts: 0.0194 / 0.0000484 / 7.58 / 259
6_report: 0.0300 / 0.0000483 / 7.58 / 259
3_5_place_dp: -0.231 / 0.0000484 / 7.62 / 260
2_1_floorplan: 0.309 / 0.0000439 / - / 153
final cells by class:
| class | instances | area [um^2] | share of cell area [%] |
|---|---|---|---|
| inverters | 5 | 18.8 | 7.25 |
| flip-flops and latches | 4 | 100 | 38.6 |
| well taps | 46 | 57.6 | 22.2 |
| repair buffers | 6 | 56.3 | 21.7 |
| multi-input cells | 3 | 26.3 | 10.1 |
sequential cells by signal, summed over array words and instances (netlist names):
| signal | flops |
|---|---|
| b0.q | 1 |
| b1.q | 1 |
| b2.q | 1 |
| b3.q | 1 |
power groups by stage:
stage / clock [W] / sequential (W) / combinational, W
final: 0 / 0.0000412 / 0.00000715
after global routing: 0 / 0.0000412 / 0.00000807
after CTS: 0 / 0.0000412 / 0.00000719
critical path, delay by kind of cell, from the launching register on:
family    cells  cell delay [ns]
xor+xnor      1             0.15
buf+inv       1             0.26
flops         1             0.36
kinds of logic (layout without fill, tap and decap cells):
| logic type | count (synthesis) | count (layout) |
|---|---|---|
| flip-flops | 4 | 4 |
| XOR/XNOR | 3 | 3 |
| buffers and inverters | 6 | 11 |
routing by layer:
metal	GRT usage, %	part of all wire, %
met3	1.02	27
met1	1.20	42
met5	0	0
met4	0	0
met2	1.12	31
what timing repair did:
item	in CTS	in global routing
hold buffers	0	0
gates resized	1	0
setup endpoints to repair	1	0
Power is estimated from default activity; no workload was simulated.
